==> flow/design.v <==
`timescale 1ns / 1ps
module uart_tx_top(
input clk, rst, baud_pulse, pen, thre, stb, sticky_parity, eps, set_break,
input [7:0] din,
input [1:0] wls,
output reg pop, sreg_empty,tx
);
typedef enum logic [1:0] {idle = 0, start = 1 , send = 2 , parity = 3} state_type;
state_type state = idle;   
 reg [7:0] shft_reg;
 reg tx_data;
 reg d_parity;
 reg [2:0] bitcnt = 0;
 reg [4:0] count = 5'd15;
 reg parity_out;
 always@(posedge clk, posedge rst)
 begin
     if(rst)
       begin
       state  <= idle;
       count  <= 5'd15;
       bitcnt <= 0;
       shft_reg   <= 8'bxxxxxxxx;
       pop        <= 1'b0;
       sreg_empty <= 1'b0;
       tx_data    <= 1'b1;  
       end
     else if(baud_pulse)
        begin
           case(state)
             idle: 
              begin
                if(thre == 1'b0)  
                begin 
                    if(count != 0)
                      begin
                      count <= count - 1;
                      state <= idle;
                      end
                    else
                      begin
                      count <= 5'd15;
                      state <= start;
                      bitcnt  <= {1'b1,wls};
                         pop         <= 1'b1;   
                         shft_reg    <= din;    
                         sreg_empty  <= 1'b0;
                         tx_data <= 1'b0;  
                      end
                 end
              end
             start: 
               begin
                        case(wls)
                         2'b00: d_parity <= ^din[4:0];
                         2'b01: d_parity <= ^din[5:0];
                         2'b10: d_parity <= ^din[6:0];
                         2'b11: d_parity <= ^din[7:0];             
                         endcase
                     if( count != 0)
                      begin
                      count <= count - 1;
                      state <= start;
                      end
                    else
                      begin
                      count  <= 5'd15;
                      state  <= send;
                      tx_data    <= shft_reg[0]; 
                      shft_reg   <= shft_reg >> 1; 
                      pop        <= 1'b0;
                      end
               end
             send: 
               begin
                       case({sticky_parity, eps})
                        2'b00: parity_out <= ~d_parity;
                        2'b01: parity_out <= d_parity;
                        2'b10: parity_out <= 1'b1;
                        2'b11: parity_out <= 1'b0;
                        endcase
                     if(bitcnt != 0)
                          begin
                                if(count != 0)
                                  begin
                                  count <= count - 1;
                                  state <= send;  
                                  end
                                else
                                  begin
                                  count <= 5'd15;
                                  bitcnt <= bitcnt - 1;
                                  tx_data    <= shft_reg[0]; 
                                  shft_reg   <= shft_reg >> 1;
                                  state <= send;
                                  end
                             end
                       else
                          begin
                                if(count != 0)
                                  begin
                                  count <= count - 1;
                                  state <= send;  
                                  end
                                else
                                  begin
                                   count <= 5'd15;
                                   sreg_empty <= 1'b1;
                                      if(pen == 1'b1)
                                       begin
                                         state <= parity;
                                         count <= 5'd15;
                                         tx_data <= parity_out;
                                       end  
                                      else
                                       begin
                                         tx_data <= 1'b1;
                                         count   <= (stb == 1'b0 )? 5'd15 :(wls == 2'b00) ? 5'd23 : 5'd31;
                                         state   <= idle;
                                       end  
                                  end
                        end 
               end
             parity: 
               begin
                     if(count != 0)
                      begin
                      count <= count - 1;
                      state <= parity;
                      end
                    else
                      begin
                      tx_data <= 1'b1;
                      count   <= (stb == 1'b0 )? 5'd15 :(wls == 2'b00) ? 5'd17 : 5'd31;
                      state <= idle;
                      end
               end 
             default: ;
            endcase   
        end
 end
always@(posedge clk, posedge rst)
begin
if(rst)
  tx <= 1'b1;
else
  tx <= tx_data & ~set_break;
end    
endmodule
==> flow/run.sh <==
#!/bin/bash
# OpenROAD 26Q1-2900-gdf79404cd8, Yosys 0.63+post, stock flow scripts
make -C /OpenROAD-flow-scripts/flow DESIGN_CONFIG=/design/flow/config.mk WORK_HOME=/design/flow/orfs finish
==> flow/config.mk <==
export PLATFORM = sky130hd
export DESIGN_NAME = uart_tx_top
export DESIGN_NICKNAME = uart_tx_top
export VERILOG_FILES = /design/flow/design.v
export SDC_FILE = /design/flow/constraint.sdc
export NUM_CORES = 4
export LEC_CHECK = 1
export CORE_UTILIZATION = 40
==> flow/constraint.sdc <==
current_design uart_tx_top

set clk_period 2.7
set clk_io_pct 0.2

create_clock -name clk0 -period $clk_period [get_ports {clk}]

set non_clock_inputs [all_inputs -no_clocks]
set_input_delay [expr $clk_period * $clk_io_pct] -clock clk0 $non_clock_inputs
set_output_delay [expr $clk_period * $clk_io_pct] -clock clk0 [all_outputs]
==> Slide: Implementation Results <==
Flow Results at a Glance

Status
  • Status: finished clean

Critical path
  • Crit path launch type: register
  • CP cell instances: inv_1, ha_1, nor4b_4, o2111a_1, nand3b_1, o21ai_0
  • Critical path's largest stage delay: 0.61 ns
  • Slowest stage cell, crit path: o2111a_1
  • Type of element capturing the critical path: register
  • CP required: 2.89 ns
  • Worst EP arrival: 2.28 ns
  • Crit Path Class: register to register
  • Critical path fanouts, max: 16

Route
  • Iter 0 DRT Violations: approximately 51
  • WL per Instance: 13.3 um
  • Highest Signal Layer: met4
  • Metal1 wirelength: 1590 um
  • Post-Route WL: 3070 um
  • Routed wl met2: roughly 1300 um
  • Routed wl met3: 130 um
  • Routed vias/inst: ~5.3
  • Antenna Nets Post-Route: 0
  • DR vias: 1218
  • First drt pass iteration count: 4
  • DR DRC count: 0
  • Diodes inserted: 0

Global routing
  • Largest net degree at the start of global routing: 22
  • Total grt overflow: 0
  • First-pass GRT wire length: 5380 um
  • Vias in the first global route: about 1100
  • Gr usage total: 0.170
  • Antenna violations before repair: 0

Timing
  • Final setup violation count: 0
  • Crit share post-route: 0.776
  • Slew Viols, Final: 0
  • Tmin final: 2.10 ns
  • Worst setup margin: 0.605 ns
  • TNS Setup: 0 ns
  • Clock skew: roughly 0.0039 ns
  • Fmax: about 0.48 GHz
  • Slew HR: 0.599
  • Tightest Pin Transition: between 0.5 and 0.6 ns
  • RSZ-0062 raised after global routing: false
  • Final hold vios: 0

Finish
  • Most frequent cells in the layout: 21 x nor2_1, 21 x clkdlybuf4s50_1, 16 x dfrtp_1
  • Area grow syn2layout: 19.7%
  • Max FFs per register: 8
  • Layout cells sized above 1: 0.0984
  • Fillers: between 300 and 400

Clocking
  • Insertion Delay late pin: 0.26 ns
  • CTS Sinks: 24
  • TritonCTS Buffers: 3
  • Clock buffer depth: 2
  • Post-CTS sizing: 0
  • CTS clk-pin slew, worst paths: 0.09 ns
  • Depth of the CTS H-tree: 1
  • CTS tree: done
  • Post-CTS Setup Bufs: 0
  • CTS Hold Bufs: 0
  • Root buffer cell: clkbuf_8

Synthesis
  • Gate Count Post-Synth: 161
  • Seq share, synth: 0.403
  • Post-synth tally of flip-flops with integrated enable: 2
  • Unique cell types: between 40 and 50
  • Max-area cell share: 0.261
  • Syn avg cell area: 9.53 um2
  • Yosys stat chip area: ~1500 um2
  • Yosys cell count: 161
  • Cell area leaders: dfrtp_1 26%, dfstp_2 10%, ha_1 6.5%
  • Mapped Area: 1530 um2
  • Area leader, netlist: dfrtp_1
  • YS warnings: 1
  • Synth Flop Type: dfrtp_1
  • Yosys reg bits: 24
  • Synth async-reset ratio: 0.917

Pwr
  • Maximum vdd drop: 0.317 mV
  • P_leak: 0.753 nW
  • Power per cell area: 758 nW/um2
  • PnR Total Power: 0.00139 W

Die
  • CORE AREA: 3660 um2
  • IO Count: 22
  • Floorplan core density: 0.419
  • Die area: 4090 um2
  • Row count: 22
  • Die Height: 63.9 um
  • Die width: 63.9 um

Run
  • OpenROAD warnings: 30
  • Maxcap violations: 0

Placed design
  • HPWL Detailed: ~2300 um
  • Worst slack at placement: 0.497 ns
  • Port bufs: 21
  • GPL Wtd Cong: a little under 0.9

Hold path
  • Hold Path Class: input pin to asynchronous set/reset pin
path summary, 6_finish.rpt:
kind / slack [ns] / to / cells past startpoint / startpoint
setup reg to reg: 0.60 / shft_reg[7] / 6 / count[0]
max in group asynchronous: 1.67 / tx / 3 / rst
min in group clk0: 0.47 / count[1] / 2 / count[1]
hold / removal: 0.46 / bitcnt[2] / 2 / rst
hold reg to reg: 0.47 / count[1] / 2 / count[1]
setup / recovery: 0.60 / shft_reg[7] / 6 / count[0]
cell usage after synthesis (all sizes together) (2+ instances only):
library cell	number
buf	5
nand2	11
nor2	21
and2	2
o31ai	2
nor2b	4
nand3b	2
dfrtp	16
and3	3
a31oi	3
ha	8
edfxtp	2
xnor2	7
o2111ai	2
nand3	3
mux2i	8
o21ai	7
dfstp	6
a21o	2
a21oi	14
nor3	2
inv	10
cells by family (layout without fill, tap and decap cells):
logic type,count (synthesis),count (layout),share of synthesized area
AND/OR/NAND/NOR,55,55,0.191
AND-OR/OR-AND,42,42,0.192
flip-flops,24,24,0.403
buffers and inverters,16,38,0.0473
multiplexers,9,9,0.0620
adder cells (fa/ha/maj),8,8,0.0653
XOR/XNOR,7,7,0.0400
layout make-up:
class,count,area (um2),area share
timing repair buffer,24,233,0.127
clock inverter,1,3.75,0.00204
sequential,24,618,0.337
inverter,10,37.5,0.0204
clock buffer,3,41.3,0.0225
tap,48,60.1,0.0327
multi-input combinational,121,843,0.459
layer usage:
layer	vias up	track usage
li1	619	-
met1	571	0.273
met2	26	0.255
met3	2	0.0272
met4	0	0.0227
met5	-	0
through the flow:
stage | instances | cell area [um2] | hold slack, ns | utilization
2_1_floorplan | 161 | 1530 | 0.450 | -
3_3_place_gp | 227 | 1790 | 0.458 | 0.489
3_5_place_dp | 227 | 1790 | 0.462 | 0.489
4_1_cts | 231 | 1840 | 0.461 | 0.502
5_1_grt | 231 | 1840 | 0.464 | 0.502
6_report | 231 | 1840 | 0.463 | 0.502
power by group:
group	total [W]	internal [W]	switching, W
sequential	0.000623	0.000524	0.0000981
combinational	0.000552	0.000273	0.000279
clock	0.000217	0.000102	0.000116
total	0.00139	0.000899	0.000493
critical path: cells and delay by family, from the launching register on:
kind                       cells  cell delay, ns
AOI/OAI and AO/OA              2            0.70
adders and majority gates      1            0.21
buffers and inverters          1            0.07
DFF                            1            0.38
and+or+nand+nor                2            0.65
Power is estimated from default activity; no workload was simulated.
